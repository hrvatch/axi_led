==> flow/design.v <==
module axi_led #(
  parameter AXI_ADDR_BW_p = 12,     
  parameter LED_NBR_p = 8           
) (
  input logic  clk,
  input logic  rst_n,
  input logic [AXI_ADDR_BW_p-1:0] i_axi_awaddr,
  input logic  i_axi_awvalid,
  input logic [31:0] i_axi_wdata,
  input logic i_axi_wvalid,
  input logic i_axi_bready,
  input logic [AXI_ADDR_BW_p-1:0] i_axi_araddr,
  input logic i_axi_arvalid,
  input logic i_axi_rready,
  output logic o_axi_awready,
  output logic o_axi_wready,
  output logic [1:0] o_axi_bresp,
  output logic o_axi_bvalid,
  output logic o_axi_arready,
  output logic [31:0] o_axi_rdata,
  output logic [1:0] o_axi_rresp,
  output logic o_axi_rvalid,
  output logic [LED_NBR_p-1:0] o_led
);
  localparam logic [1:0] RESP_OKAY   = 2'b00;
  localparam logic [1:0] RESP_EXOKAY = 2'b01;
  localparam logic [1:0] RESP_SLVERR = 2'b10;
  localparam logic [1:0] RESP_DECERR = 2'b11;
  logic [31:0] s_led;
  assign o_led = s_led[LED_NBR_p-1:0];
  logic [1:0]  c_axi_wresp;
  logic [3:0]  c_axi_wstrb;
  logic [31:0] c_axi_wdata;
  logic s_axi_wdata_buf_used;
  logic [31:0] s_axi_wdata_buf;
  logic [3:0]  s_axi_wstrb_buf;
  logic [1:0]  s_axi_bresp;
  logic [AXI_ADDR_BW_p-1:0] s_axi_awaddr_buf;
  logic [AXI_ADDR_BW_p-1:0] c_axi_awaddr;
  logic s_axi_awaddr_buf_used;
  logic s_axi_awvalid;
  logic s_axi_wvalid;
  logic s_axi_bvalid;
  logic s_axi_awready;
  logic s_axi_wready;
  logic s_awaddr_done;
  logic [AXI_ADDR_BW_p-1:0] s_axi_awaddr;
  assign o_axi_awready = !s_axi_awaddr_buf_used & s_axi_awvalid;
  assign o_axi_wready  = !s_axi_wdata_buf_used & s_axi_wvalid;
  logic write_response_stalled;
  logic valid_write_address;
  logic valid_write_data;
  assign write_response_stalled = o_axi_bvalid & ~i_axi_bready;
  assign valid_write_address = s_axi_awaddr_buf_used | (i_axi_awvalid & o_axi_awready);
  assign valid_write_data = s_axi_wdata_buf_used | (i_axi_wvalid & o_axi_wready);
  always_ff @(posedge clk) begin
    if (!rst_n) begin
      s_axi_awvalid <= 1'b0;
      s_axi_awaddr_buf_used <= 1'b0;
    end else begin
      s_axi_awvalid <= 1'b1;
      if (i_axi_awvalid && o_axi_awready && (write_response_stalled || !valid_write_data)) begin
        s_axi_awaddr_buf <= i_axi_awaddr;
        s_axi_awaddr_buf_used <= 1'b1;
      end else if (s_axi_awaddr_buf_used && valid_write_data && (!o_axi_bvalid || i_axi_bready)) begin
        s_axi_awaddr_buf_used <= 1'b0;
      end
    end
  end
  always_ff @(posedge clk) begin
    if (!rst_n) begin
      s_axi_wdata_buf_used <= 1'b0;
      s_axi_wvalid <= 1'b0;
    end else begin
      s_axi_wvalid <= 1'b1;
      if (i_axi_wvalid && o_axi_wready && (write_response_stalled || !valid_write_address)) begin
        s_axi_wdata_buf <= i_axi_wdata;
        s_axi_wdata_buf_used <= 1'b1;
      end else if (s_axi_wdata_buf_used && valid_write_address && (!o_axi_bvalid || i_axi_bready)) begin
        s_axi_wdata_buf_used <= 1'b0;
      end
    end
  end
  assign c_axi_awaddr = s_axi_awaddr_buf_used ? s_axi_awaddr_buf : i_axi_awaddr;
  assign c_axi_wdata  = s_axi_wdata_buf_used  ? s_axi_wdata_buf : i_axi_wdata;
  always_ff @(posedge clk) begin
    if (!rst_n) begin
      s_axi_bvalid <= 1'b0;
    end else begin
      if (valid_write_address && valid_write_data && (!o_axi_bvalid || i_axi_bready)) begin
        case (c_axi_awaddr[AXI_ADDR_BW_p-1:2])
          '0 : begin
            s_led <= c_axi_wdata[LED_NBR_p-1:0];
            s_axi_bresp <= RESP_OKAY;
          end
          default: begin
            s_axi_bresp <= RESP_SLVERR;
          end
        endcase
        s_axi_bvalid <= 1'b1;
      end else if (o_axi_bvalid && i_axi_bready && !(valid_write_address && valid_write_data)) begin
        s_axi_bvalid <= 1'b0;
      end
    end
  end
  assign o_axi_bresp = s_axi_bresp;
  assign o_axi_bvalid = s_axi_bvalid;
  logic s_axi_rvalid;
  logic [31:0] s_axi_rdata;
  logic [1:0] s_axi_rresp;
  logic s_axi_arready;
  logic [AXI_ADDR_BW_p-1:0] s_araddr_buf;
  logic s_araddr_buf_used;
  logic [AXI_ADDR_BW_p-1:0] c_araddr;
  always_ff @(posedge clk) begin
    if (!rst_n) begin
      s_araddr_buf_used <= 1'b0;
      s_axi_arready <= 1'b0;
    end else begin
      s_axi_arready <= 1'b1;
      if (i_axi_arvalid && o_axi_arready && o_axi_rvalid && !i_axi_rready) begin
        s_araddr_buf <= i_axi_araddr;
        s_araddr_buf_used <= 1'b1;
      end 
      else if (s_araddr_buf_used && (!o_axi_rvalid || i_axi_rready)) begin
        s_araddr_buf_used <= 1'b0;
      end
    end
  end
  assign c_araddr = s_araddr_buf_used ? s_araddr_buf : i_axi_araddr;
  assign o_axi_arready = !s_araddr_buf_used & s_axi_arready;
  always_ff @(posedge clk) begin
    if (!rst_n) begin
      s_axi_rvalid <= 1'b0;
    end else begin
      if ((s_araddr_buf_used || (i_axi_arvalid && o_axi_arready)) && (!o_axi_rvalid || i_axi_rready)) begin
        case (c_araddr[AXI_ADDR_BW_p-1:2])
          'd0: begin
            s_axi_rdata <= '0;
            s_axi_rdata[LED_NBR_p-1:0] <= s_led;
            s_axi_rresp <= RESP_OKAY;
          end
          default: begin
            s_axi_rdata <= 32'hdeaddead;
            s_axi_rresp <= RESP_SLVERR;
          end
        endcase
        s_axi_rvalid <= 1'b1;
      end else if (o_axi_rvalid && i_axi_rready && !s_araddr_buf_used && !(i_axi_arvalid && o_axi_arready)) begin
        s_axi_rvalid <= 1'b0;
      end
    end
  end
  assign o_axi_rdata = s_axi_rdata;
  assign o_axi_rresp = s_axi_rresp;
  assign o_axi_rvalid = s_axi_rvalid;
endmodule : axi_led
==> flow/run.sh <==
#!/bin/bash
# OpenROAD 26Q1-2900-gdf79404cd8, Yosys 0.63+post, stock flow scripts
make -C /OpenROAD-flow-scripts/flow DESIGN_CONFIG=/design/flow/config.mk WORK_HOME=/design/flow/orfs finish
==> flow/config.mk <==
export PLATFORM = sky130hd
export DESIGN_NAME = axi_led
export DESIGN_NICKNAME = axi_led
export VERILOG_FILES = /design/flow/design.v
export SDC_FILE = /design/flow/constraint.sdc
export NUM_CORES = 4
export LEC_CHECK = 1
export CORE_UTILIZATION = 40
==> flow/constraint.sdc <==
current_design axi_led

set clk_period 2.3
set clk_io_pct 0.2

create_clock -name clk0 -period $clk_period [get_ports {clk}]

set non_clock_inputs [all_inputs -no_clocks]
set_input_delay [expr $clk_period * $clk_io_pct] -clock clk0 $non_clock_inputs
set_output_delay [expr $clk_period * $clk_io_pct] -clock clk0 [all_outputs]
==> out/results.tsv <==
metric	value	unit
Min-Delay Path Class	reg -> reg	
maximum root-to-sink buffer count	2	
# Cells Yosys	144	
CP endpoint kind	output port	
final worst path period need	1983	ps
critical path required time	1840	ps
Post-DRT Antenna Nets	0	
Synth Area per Inst	15.01	um^2
Fin Clk Skew	11.37	ps
leakage	0.001019	uW
Setup Crit Path Kind	reg -> out	
Startpoint Class	flip-flop	
Commonest flop	edfxtp_1	
flip-flops with a built-in enable	46	
final hold violation count	0	
synth warn	1	
htree depth	2	
Slew Limit Fails	0	
Main logic family	simple AND/OR/NAND/NOR gates	
DRC violation count after routing	0	
Pwr Total	1848	uW
antenna violations before repair	0	
outcome	complete, no violations	
Clock Pin Slew Worst Setup and Hold Paths	90	ps
die area	5703	um^2
Cells after Synth	144	
Post-CTS Setup Repair Bufs	0	
via count	1270	
Synth async-reset ratio	0	
synthesis-to-finish area growth	37.44	%
logic area	486.7	um^2
largest net degree at the start of global routing	19	
setup TNS	0	ps
mapped cell area	2162	um^2
vias per inst	4.552	
final setup fails	0	
Worst-Skew Late Latency	300	ps
Resized cells post-CTS	0	
initial DRC count	39	
hold_buf cts	0	
top fanout value on the critical path	8	
fa+ha+maj area frac	0	
Synth mux share	0.04167	
layout cell share with drive strength beyond 1	0.1340	
num ports	112	
count of cell types in the netlist	28	
OpenROAD warnings	53	
gpl congestion	0.7660	
ant diodes	0	
crit share post-route	0.8623	
first-pass GRT wire length	5333	um
Max Clk Rate	504.2	MHz
Post-synth seq share	0.6944	
routed len/inst	12.72	um
grt ovf	0	
Commonest Layout Cell	clkdlybuf4s50_1	
CTS tree	built	
num rows	26	
First-pass DRT Iterations	4	
AO/OA Area Share	0.05961	
Die X	75.52	um
GRT Overall Usage	0.1346	
max-cap violations	0	
Synth Area in Simple Gates	0.1024	
Routed WL	3550	um
flops & latches, synth	52	
PortBufs	74	
CTS root buffer	clkbuf_8	
pwr/cell area	621.8	nW/um^2
CTS Buf Count	5	
VDD IR max	0.3261	mV
Die H	75.52	um
most numerous logic cells after layout	74 x clkdlybuf4s50_1, 46 x edfxtp_1, 9 x conb_1	
XOR Share, Synth	0	
vias in the first global route	1205	
filler cell count	396	
HPWL after DPL	2724	um
Clock Sinks	52	
Core Box Area	5172	um^2
Seq. cell area	1501	um^2
Worst EP arrival	1520	ps
Initial Util	0.4180	
RSZ-0062 raised after global routing	no	
Yosys chip area	2162	um^2
==> final timing paths <==
kind	depth (start not counted)	end	slack [ps]	startpoint
hold / removal	1	s_led[7]	560	s_axi_wdata_buf[7]
setup / recovery	2	o_axi_wready	320	s_axi_arready
hold reg to reg	1	s_led[7]	560	s_axi_wdata_buf[7]
setup reg to reg	4	s_led[2]	540	s_axi_awaddr_buf[6]
==> critical path, stage by stage, from the launching register on <==
cell and delay, ps:
dfxtp_1 530, nor2b_1 220, clkdlybuf4s50_1 480
==> state kept, by name (all words and copies together), names as in the netlist <==
name,flops
s_axi_rvalid,1
s_axi_wdata_buf,8
s_axi_rdata,9
s_axi_awaddr_buf,10
s_araddr_buf,10
s_axi_bresp,1
s_araddr_buf_used,1
s_led,8
s_axi_arready,1
s_axi_bvalid,1
s_axi_awaddr_buf_used,1
s_axi_wdata_buf_used,1
==> final cells by class <==
cell class | count | share of cell area
Sequential cell | 52 | 0.5053
Timing Repair Buffer | 78 | 0.2594
Multi-Input combinational cell | 70 | 0.1638
Tap cell | 70 | 0.02947
Clock buffer | 6 | 0.02779
Clock inverter | 2 | 0.01305
Inverter | 1 | 0.001263
==> Yosys cell counts, types with 3 or more instances <==
| cell type | n | area share |
|---|---|---|
| nor2b_1 | 3 | 0.0087 |
| nor4_1 | 6 | 0.017 |
| edfxtp_1 | 46 | 0.64 |
| dfxtp_1 | 6 | 0.056 |
| and3_1 | 3 | 0.0087 |
| nor3_1 | 5 | 0.012 |
| o21a_1 | 4 | 0.014 |
| o21bai_1 | 5 | 0.017 |
| mux2_2 | 8 | 0.042 |
| nor2_1 | 7 | 0.012 |
| buf_4 | 27 | 0.094 |
| nand2_1 | 3 | 0.0052 |
==> power breakdown <==
group	total, uW	internal [uW]	switching (uW)
Combinational	149	105	43.7
Clock	638	356	283
Sequential	1060	1050	14.6
==> metal layers <==
metal | track usage | wire (um) | vias up | part of all wire
li1 | - | - | 624 | -
met1 | 0.2169 | 1581 | 582 | 0.45
met2 | 0.2103 | 1661 | 59 | 0.47
met3 | 0.03351 | 252 | 5 | 0.071
met4 | 0.01852 | 55 | 0 | 0.015
met5 | 0 | 0 | - | 0
==> logic make-up after synthesis <==
kind of cell | Yosys count
AOI/OAI and AO/OA | 16
buffers and inverters | 30
other | 1
and+or+nand+nor | 37
muxes | 8
DFF | 52
==> stage by stage <==
stage               utilization  instances  setup WS [ps]  hold WS, ps  instance area (um^2)
CTS                      0.5745        279          294.8        564.4                  2972
global placement         0.5510        271          35.58        533.0                  2850
detailed placement       0.5510        271          40.82        536.8                  2850
global route             0.5745        279          196.2        574.0                  2972
finish                   0.5745        279          316.7        558.9                  2972
floorplan                     -        152          201.4        468.5                  2198
Power and IR drop assume default switching activity.
